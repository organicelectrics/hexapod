$ cat config.mk
export PLATFORM = sky130hd
export DESIGN_NAME = top
export DESIGN_NICKNAME = top
export VERILOG_FILES = /design/flow/design.v
export SDC_FILE = /design/flow/constraint.sdc
export NUM_CORES = 4
export LEC_CHECK = 1
export CORE_UTILIZATION = 40
$ cat constraint.sdc
current_design top

set clk_period 4.0
set clk_io_pct 0.2

create_clock -name clk0 -period $clk_period [get_ports {CLK}]

set non_clock_inputs [all_inputs -no_clocks]
set_input_delay [expr $clk_period * $clk_io_pct] -clock clk0 $non_clock_inputs
set_output_delay [expr $clk_period * $clk_io_pct] -clock clk0 [all_outputs]
$ cat design.v
module top (
    input CLK,     
    input PIN_19,  
    output PIN_12,  
    output PIN_13,  
    output PIN_14,  
    output PIN_15,  
    output PIN_16,  
    output PIN_20,  
    output PIN_24,  
    output LED,    
    output USBPU   
);
    assign USBPU = 0;   
    assign LED = 0;  
    wire [2:0] rgb;  
    wire hsync;  
    wire vsync;  
    wire red;  
    wire green;  
    wire blue;  
    wire [9:0] x;  
    wire [9:0] y;
    wire [7:0] eightbit_mod_1;  
    wire servopulse_1;  
    wire cue_music;
    wire wave_form;
    reg serial;
    always @(posedge CLK) begin
      serial <= PIN_19;
      end
    uart_rx uart_rx_1 (
      .CLK (CLK),
      .i_Rx_Serial (serial),
      .o_Rx_Byte (eightbit_mod_1)
      );
    vga_tx vga_tx_1 (
      .CLK (CLK),  
      .rgb (rgb),  
      .hsync (hsync),  
      .vsync (vsync),
      .red (red),
      .green (green),
      .blue (blue),
      .x (x),
      .y (y));
    game game_1 (
      .CLK (CLK),
      .eightbit_mod_1 (eightbit_mod_1),
      .x (x),
      .y (y),
      .rgb (rgb),
      .hit (cue_music)
      );
    servo servo_1 (
      .CLK (CLK),
      .eightbit_mod_1 (eightbit_mod_1),
      .o_servopulse (servopulse_1)
      );
    music music_1 (
      .CLK (CLK),
      .start (cue_music),
      .wave_form (wave_form)
      );
    assign PIN_12 = hsync;  
    assign PIN_13 = vsync;
    assign PIN_14 = red;  
    assign PIN_15 = green;  
    assign PIN_16 = blue;  
    assign PIN_24 = servopulse_1;  
    assign PIN_20 = wave_form;
endmodule  
module game (
  input CLK,
  input [7:0] eightbit_mod_1,
  input [9:0] x,
  input [9:0] y,
  output [2:0] rgb,
  output hit );
reg [27:0] tone;
    always @(posedge CLK) begin
    tone <= tone +1;
    end
wire [7:0] ramp = (tone[25] ? tone[24:17] : ~tone[24:17]);
assign wall = (x == ramp);
assign player = (x > eightbit_mod_1 - 2 ? (x < eightbit_mod_1 + 2 ? 1 : 0) : 0)
  && (y > 25 ? (y < 30 ? 1 : 0) : 0);
assign impact = player && wall;
assign hit = impact;
assign box1 = (x > 0 ? (x < 116 ? 1 : 0) : 0);  
assign box2 = (x > 58 ? (x < 232 ? 1 : 0) : 0);  
assign box3 = (x > 174 ? (x < 348 ? 1 : 0) : 0);  
assign box4 = (x > 290 ? (x < 348 ? 1 : 0) : 0);  
assign rgb [2] = wall;  
assign rgb [1] = player;  
assign rgb [0] = impact;  
endmodule  
module servo (
    input CLK,
    input [7:0] eightbit_mod_1,  
    output o_servopulse    
    );
parameter ClkDiv = 63;  
reg [5:0] ClkCount;  
reg ClkTick;
reg [11:0] PulseCount;  
reg [7:0] RCServo_position;  
reg RCServo_pulse;  
  always @(posedge CLK) begin
    ClkTick <= (ClkCount==ClkDiv);  
    end
  always @(posedge CLK) begin
    if (ClkTick)  
    ClkCount <= 0;  
    else
    ClkCount <= ClkCount +1;
    end
  always @(posedge CLK) begin
    if (ClkTick)  
    PulseCount <= PulseCount +1;  
    end
  always @(posedge CLK) begin
    RCServo_position <= eightbit_mod_1;  
    end
  always @(posedge CLK) begin
   RCServo_pulse = (PulseCount < {4'b0001, RCServo_position});
   end
assign o_servopulse = RCServo_pulse;
endmodule  
module uart_rx
  #(parameter CLKS_PER_BIT = 1667)
  (input CLK,
   input i_Rx_Serial,
   output [7:0] o_Rx_Byte
   );
  parameter s_IDLE         = 3'b000;
  parameter s_RX_START_BIT = 3'b001;
  parameter s_RX_DATA_BITS = 3'b010;
  parameter s_RX_STOP_BIT  = 3'b011;
  parameter s_CLEANUP      = 3'b100;
  reg          r_Rx_Data_R = 1'b1;
  reg          r_Rx_Data   = 1'b1;
  reg [10:0] r_Clock_Count = 0;
  reg [2:0]  r_Bit_Index   = 0;  
  reg [7:0]  r_Rx_Byte     = 0;
  reg        r_Rx_DV       = 0;
  reg [2:0]  r_SM_Main     = 0;
  always @(posedge CLK) begin
      r_Rx_Data_R <= i_Rx_Serial;
      r_Rx_Data   <= r_Rx_Data_R;
     end
  always @(posedge CLK)
    begin
      case (r_SM_Main)
        s_IDLE :
          begin
            r_Rx_DV       <= 1'b0;
            r_Clock_Count <= 0;
            r_Bit_Index   <= 0;
            if (r_Rx_Data == 1'b0)           
              r_SM_Main <= s_RX_START_BIT;
            else
              r_SM_Main <= s_IDLE;
          end
        s_RX_START_BIT :
          begin
            if (r_Clock_Count == (CLKS_PER_BIT-1)/2)
              begin
                if (r_Rx_Data == 1'b0)
                  begin
                    r_Clock_Count <= 0;   
                    r_SM_Main     <= s_RX_DATA_BITS;
                  end
                else
                  r_SM_Main <= s_IDLE;
              end
            else
              begin
                r_Clock_Count <= r_Clock_Count + 1;
                r_SM_Main     <= s_RX_START_BIT;
              end
          end  
        s_RX_DATA_BITS :
          begin
            if (r_Clock_Count < CLKS_PER_BIT-1)
              begin
                r_Clock_Count <= r_Clock_Count + 1;
                r_SM_Main     <= s_RX_DATA_BITS;
              end
            else
              begin
                r_Clock_Count          <= 0;
                r_Rx_Byte[r_Bit_Index] <= r_Rx_Data;
                if (r_Bit_Index < 7)
                  begin
                    r_Bit_Index <= r_Bit_Index + 1;
                    r_SM_Main   <= s_RX_DATA_BITS;
                  end
                else
                  begin
                    r_Bit_Index <= 0;
                    r_SM_Main   <= s_RX_STOP_BIT;
                  end
              end
          end  
        s_RX_STOP_BIT :
          begin
            if (r_Clock_Count < CLKS_PER_BIT-1)
              begin
                r_Clock_Count <= r_Clock_Count + 1;
                r_SM_Main     <= s_RX_STOP_BIT;
              end
            else
              begin
                r_Rx_DV       <= 1'b1;
                r_Clock_Count <= 0;
                r_SM_Main     <= s_CLEANUP;
              end
          end  
        s_CLEANUP :
          begin
            r_SM_Main <= s_IDLE;
            r_Rx_DV   <= 1'b0;
          end
        default :
          r_SM_Main <= s_IDLE;
      endcase
    end
assign o_Rx_Byte = r_Rx_Byte;
endmodule  
module vga_tx (
  input CLK,
  input [2:0] rgb,
  output hsync,
  output vsync,
  output reg red,
  output reg green,
  output reg blue,
  output reg [9:0] x,
  output reg [9:0] y );
  parameter active_h_video = 407;  
  parameter active_v_video = 480;
  parameter h_FP = 10;  
  parameter h_pulse = 61;  
  parameter h_BP = 31;  
  parameter v_FP = 10;  
  parameter v_pulse = 2;  
  parameter v_BP = 33;  
  parameter blank_h = h_FP + h_pulse + h_BP;  
  parameter blank_v = v_FP + v_pulse + v_BP;
  parameter h_total = blank_h + active_h_video;  
  parameter v_total = blank_v + active_v_video;
  reg [8:0] h_counter = 0;
  reg [9:0] v_counter = 0;
  wire active_video;
  always @(posedge CLK) begin
    if (h_counter < h_total -1)  
     h_counter <= h_counter +1;  
    else
     begin
      h_counter <= 0;  
      if (v_counter < v_total -1)  
       v_counter <= v_counter +1;  
      else
       v_counter <= 0;   
     end
    end
  assign hsync = (h_counter >= h_FP && h_counter < h_FP + h_pulse) ? 0:1;
  assign vsync = (v_counter >= v_FP && v_counter < v_FP + v_pulse) ? 0:1;
  assign active_video = (h_counter >= h_FP + h_pulse + h_BP
    && v_counter >= v_FP + v_pulse + v_BP) ? 1:0;
  always @(posedge CLK) begin
   if (active_video == 1)  
    begin
     red <= rgb [2];
     green <= rgb [1];
     blue <= rgb [0];
     x <= h_counter - h_FP - h_pulse - h_BP;  
     y <= v_counter - v_FP - v_pulse - v_BP;  
    end
   else  
    begin
     red <= 0;  
     green <= 0;
     blue <= 0;
     x <= 0;
     y <= 0;
    end
  end
  endmodule  
  module music (
      input CLK,     
      input start,
      output wave_form  
      );
  reg [30:0] tone;
   always @(posedge CLK) begin
   if (start == 1)
    tone <= tone + 1;
   else
    tone <= 0;
    end
  wire [7:0] fullnote;
  music_ROM get_fullnote (
    .CLK (CLK),
    .address (tone[27:26]),
    .note (fullnote)
    );
  wire [2:0] octave;
  wire [3:0] note;
  divide_by12 get_octave_and_note (
    .numer (fullnote[5:0]),
    .quotient (octave),
    .remain (note)
    );
reg [8:0] clkdivider;
  always @(note) begin
    case (note)
     0: clkdivider = 512-1;  
     1: clkdivider = 483-1;
     2: clkdivider = 456-1;
     3: clkdivider = 431-1;
     4: clkdivider = 406-1;
     5: clkdivider = 384-1;
     6: clkdivider = 362-1;
     7: clkdivider = 342-1;
     8: clkdivider = 323-1;
     9: clkdivider = 304-1;
    10: clkdivider = 287-1;
    11: clkdivider = 271-1;
    12: clkdivider = 0;
    13: clkdivider = 0;
    14: clkdivider = 0;
    15: clkdivider = 0;
    endcase
    end
reg [8:0] counter_note;
 always @(posedge CLK) begin
  if (counter_note==0)
    counter_note <= clkdivider;
  else
    counter_note <= counter_note - 1;
    end
reg [7:0] counter_octave;
  always @(posedge CLK) begin
    if (counter_note==0)
    begin
      if(counter_octave==0)
       counter_octave <= (octave==0 ? 255 : octave==1 ? 127 : octave==2 ?
        63 : octave==3 ? 31 : octave==4 ? 15 : 7);
      else
      counter_octave <= counter_octave - 1;
      end
    end
reg wave_form;
  always @(posedge CLK) begin
    if (counter_note==0 && counter_octave==0 && tone[30]==0 && fullnote!=0)
    wave_form <= ~wave_form;
    end
endmodule  
module divide_by12 (
    input [5:0] numer,
    output reg [2:0] quotient,
    output [3:0] remain
    );
  reg [1:0] remain_bit3_bit2;
  always @(numer[5:2])  
    case(numer[5:2])
       0: begin quotient=0; remain_bit3_bit2=0; end
       1: begin quotient=0; remain_bit3_bit2=1; end
       2: begin quotient=0; remain_bit3_bit2=2; end
       3: begin quotient=1; remain_bit3_bit2=0; end
       4: begin quotient=1; remain_bit3_bit2=1; end
       5: begin quotient=1; remain_bit3_bit2=2; end
       6: begin quotient=2; remain_bit3_bit2=0; end
       7: begin quotient=2; remain_bit3_bit2=1; end
       8: begin quotient=2; remain_bit3_bit2=2; end
       9: begin quotient=3; remain_bit3_bit2=0; end
      10: begin quotient=3; remain_bit3_bit2=1; end
      11: begin quotient=3; remain_bit3_bit2=2; end
      12: begin quotient=4; remain_bit3_bit2=0; end
      13: begin quotient=4; remain_bit3_bit2=1; end
      14: begin quotient=4; remain_bit3_bit2=2; end
      15: begin quotient=5; remain_bit3_bit2=0; end
      endcase
      assign remain[1:0] = numer[1:0];   
      assign remain[3:2] = remain_bit3_bit2;   
    endmodule  
      module music_ROM (
      	input CLK,
      	input [1:0] address,
      	output reg [7:0] note
        );
      always @(posedge CLK)
      case(address)
      	  0: note <= 8'd25;
      	  1: note <= 8'd30;
      	  2: note <= 8'd35;
      	  3: note <= 8'd20;
      	default: note <= 8'd0;
      endcase
    endmodule  
$ cat run.sh
#!/bin/bash
# OpenROAD 26Q1-2900-gdf79404cd8, Yosys 0.63+post, stock flow scripts
make -C /OpenROAD-flow-scripts/flow DESIGN_CONFIG=/design/flow/config.mk WORK_HOME=/design/flow/orfs finish
==> run_results.csv <==
group,metric,value,unit
logic_synthesis,synthAdderAreaFrac,7.93,%
final_timing,skew,10.5,ps
logic_synthesis,ys_cells,929,
cts,clockBufferDepth,2,
final_timing,tightestPinTransition,755,ps
final_timing,hold_viol,0,
floorplanning,coreArea,22000,µm²
route,route.detailed.drc,0,
logic_synthesis,ys_sh_simple,20.7,%
layout,fillers,1978,
run,cap_violations,0,
floorplanning,rows,54,
cts,cts_max_level,4,
logic_synthesis,xor_share,12.5,%
final_timing,setup_slack,725,ps
final_timing,slew_viol_final,0,
cts,cts_resized,0,
floorplanning,ios,11,
grt,grt.busiest_layer,"met1",
worst_setup_path,crit_slowest_cell,"nand4_1",
route,viasPerCell,5.00,
logic_synthesis,synth-warning-count,15,
route,vias,6084,
route,ant_nets,0,
place,numPortBuffers,8,
route,antennaDiodeCount,0,
run,tool_warnings,44,
hold_path,hold_path.class,"reg -> reg",
worst_setup_path,worstSetupPathType,"reg -> reg",
worst_setup_path,path_buffers,1,
worst_setup_path,path_cells,"and3_1 > and2_1 > nand2_1 > xor2_1 > ha_1 > and3_1 > a22o_1 > o21ai_0 > nand4_1 > buf_4 > nor4_1",
grt,antenna_found_initial,0,
pwr,cellLeakagePower,3.71,nW
route,drt_iter0_drc,297,
cts,root_buffer,"clkbuf_16",
floorplanning,chip_area,23100,µm²
logic_synthesis,synth_area_per_cell,9.68,µm²
cts,clock_latency,430,ps
final_timing,rsz0062_at_grt,"no",
worst_setup_path,crit_path_end_kind,"flip-flop",
worst_setup_path,max_stage_delay,570,ps
route,wirelength,15.0,mm
worst_setup_path,reg2reg_slack,720,ps
layout,drive_above_1_share,6.18,%
worst_setup_path,cpMostUsedCell,"and3_1",
grt,overflow,0,
final_timing,finalCritPeriodShare,81.9,%
cts,cts_setup_buffers,0,
final_timing,finalSetupTns,0,ps
worst_setup_path,critical_path.top_delay_family,"simple AND/OR/NAND/NOR gates",
grt,met2_usage,21.8,%
logic_synthesis,postSynthCellCount,929,
floorplanning,fp_util,41.0,%
pwr,p_per_area,357,nW/µm²
logic_synthesis,edf_count,53,
cts,clkTransAtPathRegs,70,ps
grt,grt_use_total,14.2,%
logic_synthesis,ys_chip_area,9000,µm²
run_status,status,"finished clean",
grt,grt_pass1_vias,5817,
logic_synthesis,ys_sh_aoi,7.18,%
logic_synthesis,top_logic_kind,"simple AND/OR/NAND/NOR gates",
floorplanning,die_y,152,µm
place,hpwl,10.1,mm
grt,grt_util_met1,22.8,%
grt,met3_usage,2.30,%
final_timing,finalCriticalPeriod,3280,ps
pwr,ir_worst_vdd,0.240,mV
floorplanning,fp.dieW,152,µm
worst_setup_path,setup.worst_path.start_class,"flip-flop",
grt,grt_max_degree,34,
worst_setup_path,cp_max_fo,13,
layout,layout.cells.non_filler,1218,
final_timing,max_freq,305,MHz
logic_synthesis,yosysSeqAreaShare,46.6,%
logic_synthesis,ys_seq_elements,183,
worst_setup_path,worstPathRequired,4320,ps
logic_synthesis,synth_area,9000,µm²
cts,cts_tree,"done",
place,pre_cts_slack,680,ps
place,routabilityCongestion,0.824,
place,dp.cells,1186,
logic_synthesis,mux_share,0.834,%
logic_synthesis,synth-main-ff-cell,"dfxtp_1",
cts,numClockSinks,183,
cts,cts_buffers,17,
route,wl_per_cell,12.3,µm
layout,area_delta_synth_final,10.0,%
final_timing,finalSetupViolCount,0,
worst_setup_path,worstPathArrival,3600,ps
cts,postCtsHoldBufs,0,
logic_synthesis,ys_types,62,
logic_synthesis,synth-async-reset-ratio,0,%
route,drt_first_pass_iters,22,
grt,grt_pass1_wl,27.0,mm
final_timing,slew_headroom,49.6,%
sequential cells by signal (all words and copies together) (netlist names), 2 cells and up:
name,count
music_1.counter_note,9
vga_tx_1.x,10
vga_tx_1.y,9
uart_rx_1.r_Clock_Count,11
music_1.octave,3
uart_rx_1.r_Rx_Byte,8
uart_rx_1.r_SM_Main,3
servo_1.PulseCount,12
music_1.tone,31
music_1.get_fullnote.note,6
game_1.tone,26
uart_rx_1.r_Bit_Index,3
vga_tx_1.v_counter,10
music_1.note,2
servo_1.ClkCount,6
music_1.counter_octave,8
vga_tx_1.h_counter,9
servo_1.RCServo_position,8
cell families after synthesis:
group	after synthesis
compound gates	96
xor+xnor	128
fa+ha+maj	57
buf+inv	93
flops	183
mux	7
other cells	1
simple gates	364
layout make-up:
type,count,area (µm²),share of cell area [%]
sequential,183,4190,42.4
timing repair buffer,13,118,1.19
multi-input combinational,655,4460,45.0
inverter,55,206,2.09
tap,280,350,3.54
clock buffer,17,425,4.30
clock inverter,15,149,1.50
synthesized netlist by cell type (2+ instances only):
library cell	n	area, µm²
ha_1	57	713
inv_1	54	203
nand2b_1	5	31.3
a221oi_1	2	17.5
edfxtp_1	53	1590
and3b_1	2	17.5
nor2_1	95	357
o221ai_1	2	17.5
nor2b_1	6	37.5
nor3_1	24	120
a31oi_1	6	37.5
or3_1	5	31.3
o21bai_1	2	15.0
a2111oi_0	3	26.3
and3_1	11	68.8
nor4_2	2	25.0
o31ai_1	4	30.0
buf_4	2	15.0
o21ai_0	24	120
buf_2	5	25.0
or2_2	5	31.3
a22o_1	2	17.5
and2_1	5	31.3
nand4_1	16	100
mux2_2	4	45.0
dfxtp_1	130	2600
o211ai_1	3	22.5
and4_1	12	105
nand3b_1	5	37.5
xor2_1	55	482
o32ai_1	2	17.5
a22oi_1	2	15.0
a21o_1	5	37.5
xnor2_1	73	639
a21oi_1	22	110
nand2_1	71	267
nand3_1	43	215
nor3b_1	2	15.0
nor4_1	47	294
clkbuf_1	28	105
a211oi_1	9	67.6
buf_6	2	22.5
mux2i_1	3	30.0
worst register-to-register path, stage by stage (launching register included):
cell	delay [ps]
edfxtp_1	530
and3_1	250
and2_1	170
nand2_1	80
xor2_1	160
ha_1	260
and3_1	160
a22o_1	170
o21ai_0	140
nand4_1	570
buf_4	430
nor4_1	280
stage by stage:
| stage | hold WS (ps) | util [%] | cell area [µm²] | total power, mW |
|---|---|---|---|---|
| 5_1_grt | 335 | 45.1 | 9900 | 3.67 |
| 3_3_place_gp | 315 | 42.5 | 9320 | 1.95 |
| 4_1_cts | 330 | 45.1 | 9900 | 3.58 |
| 3_5_place_dp | 312 | 42.5 | 9320 | 1.95 |
| 6_report | 329 | 45.1 | 9900 | 3.53 |
| 2_1_floorplan | 310 | - | 9000 | 1.95 |
final timing paths:
kind,start,end,cells past startpoint
worst min register to register,uart_rx_1.r_Rx_Data_R$_DFF_P_,uart_rx_1.r_Rx_Data$_DFF_P_,0
worst min-delay path,uart_rx_1.r_Rx_Data_R$_DFF_P_,uart_rx_1.r_Rx_Data$_DFF_P_,0
worst max register to register,uart_rx_1.r_Rx_Byte[3]$_DFFE_PP_,music_1.tone[11]$_SDFF_PN0_,11
worst max-delay path,uart_rx_1.r_Rx_Byte[3]$_DFFE_PP_,music_1.tone[11]$_SDFF_PN0_,11
routing by layer:
metal,part of all wire [%],vias to the layer above,routed length [µm]
met3,3.1,9,459
met4,1.2,0,174
met2,43,57,6460
li1,-,3244,-
met1,53,2774,7900
met5,0,-,0
cells in the final DEF (no fill, tap or decap), types with 3 or more instances in the layout:
master,count
o31ai_1,4
a31oi_1,6
edfxtp_1,53
or3_1,5
inv_6,8
and3_1,11
nand3_1,43
xor2_1,55
clkbuf_16,17
buf_4,5
nor2b_1,6
nand3b_1,5
inv_1,54
nand2_1,71
nand2b_1,5
clkdlybuf4s50_1,8
a21oi_1,22
mux2i_1,3
and2_1,5
nand4_1,16
mux2_2,4
conb_1,3
nor4_1,47
ha_1,57
o211ai_1,3
a21o_1,5
nor3_1,24
a211oi_1,9
or2_2,5
o21ai_0,24
xnor2_1,73
inv_8,4
dfxtp_1,130
a2111oi_0,3
nor2_1,95
and4_1,12
report_power, final:
part	total [mW]	switching, mW	internal, mW
clock	1.62	0.787	0.836
sequential	1.90	0.00230	1.90
combinational	0.0111	0.00738	0.00373
Power figures rest on the tool's default switching activity, not on a simulated workload.
